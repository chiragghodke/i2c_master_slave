==> flow/design.v <==
`timescale 1us / 1ps
module i2c_controller(
	input wire clk,
	input wire rst,
	input wire [6:0] addr,
	input wire [7:0] data_in,
	input wire enable,
	input wire rw,
	output reg [7:0] data_out,
	output wire ready,
	inout i2c_sda,
	inout wire i2c_scl
	);
	localparam IDLE = 0;
	localparam START = 1;
	localparam ADDRESS = 2;
	localparam READ_ACK = 3;
	localparam WRITE_DATA = 4;
	localparam WRITE_ACK = 5;
	localparam READ_DATA = 6;
	localparam READ_ACK2 = 7;
	localparam STOP = 8;
	localparam DIVIDE_BY = 4;
	reg [7:0] state;
	reg [7:0] saved_addr;
	reg [7:0] saved_data;
	reg [7:0] counter;
	reg [7:0] counter2 = 0;
	reg write_enable;
	reg sda_out;
	reg i2c_scl_enable = 0;
	reg i2c_clk = 1;
	assign ready = ((rst == 0) && (state == IDLE)) ? 1 : 0;
	assign i2c_scl = (i2c_scl_enable == 0 ) ? 1 : i2c_clk;
	assign i2c_sda = (write_enable == 1) ? sda_out : 'bz;
	always @(posedge clk) begin
		if (counter2 == (DIVIDE_BY/2) - 1) begin
			i2c_clk <= ~i2c_clk;
			counter2 <= 0;
		end
		else counter2 <= counter2 + 1;
	end 
	always @(negedge i2c_clk, posedge rst) begin
		if(rst == 1) begin
			i2c_scl_enable <= 0;
		end else begin
			if ((state == IDLE) || (state == START) || (state == STOP)) begin
				i2c_scl_enable <= 0;
			end else begin
				i2c_scl_enable <= 1;
			end
		end
	end
	always @(posedge i2c_clk, posedge rst) begin
		if(rst == 1) begin
			state <= IDLE;
		end		
		else begin
			case(state)
				IDLE: begin
					if (enable) begin
						state <= START;
						saved_addr <= {addr, rw};
						saved_data <= data_in;
					end
					else state <= IDLE;
				end
				START: begin
					counter <= 7;
					state <= ADDRESS;
				end
				ADDRESS: begin
					if (counter == 0) begin 
						state <= READ_ACK;
					end else counter <= counter - 1;
				end
				READ_ACK: begin
					if (i2c_sda == 0) begin
						counter <= 7;
						if(saved_addr[0] == 0) state <= WRITE_DATA;
						else state <= READ_DATA;
					end else state <= STOP;
				end
				WRITE_DATA: begin
					if(counter == 0) begin
						state <= READ_ACK2;
					end else counter <= counter - 1;
				end
				READ_ACK2: begin
					if ((i2c_sda == 0) && (enable == 1)) state <= IDLE;
					else state <= STOP;
				end
				READ_DATA: begin
					data_out[counter] <= i2c_sda;
					if (counter == 0) state <= WRITE_ACK;
					else counter <= counter - 1;
				end
				WRITE_ACK: begin
					state <= STOP;
				end
				STOP: begin
					state <= IDLE;
				end
			endcase
		end
	end
	always @(negedge i2c_clk, posedge rst) begin
		if(rst == 1) begin
			write_enable <= 1;
			sda_out <= 1;
		end else begin
			case(state)
				START: begin
					write_enable <= 1;
					sda_out <= 0;
				end
				ADDRESS: begin
					sda_out <= saved_addr[counter];
				end
				READ_ACK: begin
					write_enable <= 0;
				end
				WRITE_DATA: begin 
					write_enable <= 1;
					sda_out <= saved_data[counter];
				end
				WRITE_ACK: begin
					write_enable <= 1;
					sda_out <= 0;
				end
				READ_DATA: begin
					write_enable <= 0;				
				end
				STOP: begin
					write_enable <= 1;
					sda_out <= 1;
				end
			endcase
		end
	end
endmodule
==> flow/run.sh <==
#!/bin/bash
# OpenROAD 26Q1-2900-gdf79404cd8, Yosys 0.63+post, stock flow scripts
make -C /OpenROAD-flow-scripts/flow DESIGN_CONFIG=/design/flow/config.mk WORK_HOME=/design/flow/orfs finish
==> flow/config.mk <==
export PLATFORM = sky130hd
export DESIGN_NAME = i2c_controller
export DESIGN_NICKNAME = i2c_controller
export VERILOG_FILES = /design/flow/design.v
export SDC_FILE = /design/flow/constraint.sdc
export NUM_CORES = 4
export LEC_CHECK = 1
export CORE_UTILIZATION = 40
==> flow/constraint.sdc <==
current_design i2c_controller

set clk_period 2.0
set clk_io_pct 0.2

create_clock -name clk0 -period $clk_period [get_ports {clk}]

set non_clock_inputs [all_inputs -no_clocks]
set_input_delay [expr $clk_period * $clk_io_pct] -clock clk0 $non_clock_inputs
set_output_delay [expr $clk_period * $clk_io_pct] -clock clk0 [all_outputs]
==> results_dict.tcl <==
# collected from the flow reports
set metrics [dict create \
    cts_resized 0 \
    yosysWarnings 2 \
    htreeDepth 1 \
    ioPinCount 30 \
    ys_area_sq_um 2400 \
    synth_cells 194 \
    synthesis.area_sq_um 2400 \
    ys_seq_share 0.596 \
    postCtsHoldBufs 0 \
    dpl_cell_area_sq_um 2750 \
    top_area_cell "edfxtp_1" \
    port_buffers 27 \
    dpl.hpwl_um 2910 \
    status "did not finish" \
    gp_congestion 0.811 \
    ys_cells 194 \
    synth_cell_type_count 49 \
    ys.flop_type "edfxtp_1" \
    rows 27 \
    post_cts_buffers 0 \
    unclocked_pins 43 \
    die_x_um 79.4 \
    die_h_um 79.4 \
    synth_top_area_share 0.414 \
    root_buffer "clkbuf_8" \
    untimed_endpoints 84 \
    failing_step "clock tree synthesis (4_1_cts)" \
    cts_buffers 3 \
    edf_count 33 \
    ys_ff 52 \
    area_leaders "edfxtp_1 41%, dfrtp_1 8.4%, dfxtp_1 6.7%" \
    syn_area_per_cell_sq_um 12.4 \
    cts_buffer_depth 2 \
    dp_slack_ns 0.195 \
    fp_util 0.425 \
    synth-async-reset-ratio 0.212 \
    error_line "[error] [KeplerFormal.cpp:679] Workflow failed: Iso has multiple drivers: .i2c_sda0, i2c_sda$_DFFE_NP1P_.Q0" \
]
[cells in the mapped netlist, drive strengths merged (4+ instances only)]
| library cell | n |
|---|---|
| edfxtp | 33 |
| nor2 | 13 |
| nand2 | 11 |
| o31ai | 10 |
| a21oi | 9 |
| dfrtp | 8 |
| dfxtp | 8 |
| inv | 8 |
| nand3 | 8 |
| o21ai | 8 |
| xnor2 | 7 |
| clkbuf | 6 |
| and2 | 5 |
| ha | 4 |
| nor4 | 4 |
| xor2 | 4 |
[logic make-up after synthesis]
kind of cell               Yosys count  synth area share
adders and majority gates            4            0.0209
buffers and inverters               16            0.0282
DFF                                 52             0.596
AOI/OAI and AO/OA                   40             0.113
muxes                                7            0.0460
and+or+nand+nor                     64             0.156
xor gates and xnor gates            11            0.0402
[metrics by stage]
stage	cells	hold WS, ns
floorplan	194	0.426
global placement	289	0.454
detailed placement	289	0.447
